File: ./constraint.sdc
current_design mvm

set clk_period 19.5
set clk_io_pct 0.2

create_clock -name clk0 -period $clk_period [get_ports {clk}]

set non_clock_inputs [all_inputs -no_clocks]
set_input_delay [expr $clk_period * $clk_io_pct] -clock clk0 $non_clock_inputs
set_output_delay [expr $clk_period * $clk_io_pct] -clock clk0 [all_outputs]
File: ./config.mk
export PLATFORM = sky130hd
export DESIGN_NAME = mvm
export DESIGN_NICKNAME = mvm
export VERILOG_FILES = /design/flow/design.v
export SDC_FILE = /design/flow/constraint.sdc
export NUM_CORES = 4
export LEC_CHECK = 1
export CORE_UTILIZATION = 50
File: ./run.sh
#!/bin/bash
# OpenROAD 26Q1-2900-gdf79404cd8, Yosys 0.63+post, stock flow scripts
make -C /OpenROAD-flow-scripts/flow DESIGN_CONFIG=/design/flow/config.mk WORK_HOME=/design/flow/orfs finish
File: ./design.v
module clamp #(
    parameter WIDTH_IN = 8,  
    parameter WIDTH_OUT = 8  
) (
    input wire signed [WIDTH_IN - 1:0] in,  
    output reg signed [WIDTH_OUT - 1:0] out  
);
    localparam T_MAX = (1 << (WIDTH_OUT - 1)) - 1;  
    localparam T_MIN = -T_MAX - 1;  
    always @* begin
        if (in > T_MAX) begin
            out = T_MAX;  
        end else if (in < T_MIN) begin
            out = T_MIN;  
        end else begin
            out = in;  
        end
    end
endmodule
module mac #(
    parameter WIDTH = 8,             
    parameter ACCUMULATIONS = 3,     
    parameter INT_BITS = 2
) (
    input wire reset, clk, enable,
    input wire signed [WIDTH - 1:0] a, b,
    output reg signed [WIDTH - 1:0] out     
);
    parameter FRAC_BITS = WIDTH - INT_BITS;
    wire signed [2 * WIDTH:0] product;                                   
    reg signed [2 * WIDTH + $clog2(ACCUMULATIONS) - 1:0] sum_reg;        
    wire signed [WIDTH - 1:0] relu_out;                                  
    wire signed [2 * WIDTH + $clog2(ACCUMULATIONS) - 1:0] clamp_in;      
    wire signed [WIDTH - 1:0] clamp_out;                                 
    assign product = (a * b) >>> FRAC_BITS;
    assign clamp_in = sum_reg;
    clamp #(
        .WIDTH_IN(2 * WIDTH + $clog2(ACCUMULATIONS)),
        .WIDTH_OUT(WIDTH)
    ) clamp_inst (
        .in(clamp_in),
        .out(clamp_out)
    );
    relu #(
        .WIDTH(WIDTH)
    ) relu_inst (
        .in(clamp_out),
        .out(relu_out)
    );
    always @(posedge clk or posedge reset) begin
        if (reset) begin
            sum_reg <= 0;
            out <= 0;
        end else if (enable) begin
            sum_reg <= sum_reg + product;
            out <= relu_out;
        end
    end
endmodule
module mvm #(
    parameter MATRIX_ROWS = 6,       
    parameter SHARED_DIM = 3,        
    parameter WIDTH = 8,             
    parameter INT_BITS = 2           
) (
    input wire clk, reset, start,
    input wire [MATRIX_ROWS * SHARED_DIM * WIDTH - 1:0] matrix,
    input wire [SHARED_DIM * WIDTH - 1:0] vector,
    output reg [MATRIX_ROWS * SHARED_DIM * WIDTH - 1:0] result_vector,
    output wire done
);
    wire [MATRIX_ROWS  * WIDTH - 1:0] a, out;
    wire [WIDTH - 1:0] b;
    reg enable;
    reg [SHARED_DIM - 1:0] shared_idx;           
    reg [1:0] prop_delay_counter;                
    assign b = vector[WIDTH * (SHARED_DIM - shared_idx) - 1 -: WIDTH];
    genvar i;
    generate
        for (i = 0; i < MATRIX_ROWS; i = i + 1) begin : a_slice_loop
            assign a[((MATRIX_ROWS - i) * WIDTH) - 1 -: WIDTH] = matrix[WIDTH * SHARED_DIM * (MATRIX_ROWS - i) - (WIDTH * shared_idx) - 1 -: WIDTH];
        end
    endgenerate
    vsmac #(
        .SIZE(MATRIX_ROWS),
        .WIDTH(WIDTH),
        .ACCUMULATIONS(SHARED_DIM),
        .INT_BITS(INT_BITS)
    ) vsm (
        .clk(clk),
        .reset(reset),
        .enable(enable),
        .a(a),
        .b(b),
        .out(out)
    );
    localparam IDLE = 2'b00;
    localparam CALCULATE = 2'b01;
    localparam DELAY = 2'b10;
    reg [1:0] current_state, next_state, prev_state;
    always @(posedge clk or posedge reset) begin
        if (reset) begin
            current_state <= IDLE;           
            prev_state <= IDLE;              
        end else begin
            prev_state <= current_state;     
            current_state <= next_state;     
        end
    end
    always @(*) begin
        case (current_state)
            IDLE: next_state = start ? CALCULATE : IDLE;
            CALCULATE: next_state = (shared_idx == SHARED_DIM - 1) ? DELAY : CALCULATE;
            DELAY: next_state = (prop_delay_counter == 1) ? IDLE : DELAY;
            default: next_state = IDLE;
        endcase
    end
    always @(*) begin
        enable = (current_state == CALCULATE || current_state == DELAY);
    end
    always @(posedge clk or posedge reset) begin
        if (reset) begin
            shared_idx <= 0;
            prop_delay_counter <= 0;
        end else begin
            case (current_state)
                CALCULATE: shared_idx <= (shared_idx == SHARED_DIM - 1) ? 0 : shared_idx + 1;
                DELAY: prop_delay_counter <= (prop_delay_counter == 1) ? 0 : prop_delay_counter + 1;
                default: begin
                    shared_idx <= 0;
                    prop_delay_counter <= 0;
                end
            endcase
        end
    end
    always @(posedge clk or posedge reset) begin
        if (reset) begin
            result_vector <= 0;
        end else if (current_state == DELAY && next_state == IDLE) begin
            result_vector <= out;
        end
    end
    assign done = (prev_state == DELAY && current_state == IDLE);
endmodule
module relu #(
    parameter WIDTH = 8  
) (
    input wire signed [WIDTH - 1:0] in,  
    output wire signed [WIDTH - 1:0] out  
);
    assign out = (in > 0) ? in : 0;  
endmodule
module vsmac #(
    parameter SIZE = 6,              
    parameter WIDTH = 8,             
    parameter ACCUMULATIONS = 3,     
    parameter INT_BITS = 2           
) (
    input wire reset, clk, enable,
    input wire [WIDTH * SIZE-1:0] a,
    input wire [WIDTH - 1:0] b,
    output reg [WIDTH * SIZE-1:0] out
);
    wire signed [WIDTH * SIZE-1:0] cur_out;     
    genvar i;
    generate
        for (i = 0; i < SIZE; i = i + 1) begin : mac_gen
            mac #(
                .WIDTH(WIDTH),
                .ACCUMULATIONS(ACCUMULATIONS),
                .INT_BITS(INT_BITS)
            ) mac_i (
                .reset(reset),
                .clk(clk),
                .enable(enable),
                .a(a[WIDTH * i +: WIDTH]),   
                .b(b),                       
                .out(cur_out[WIDTH * i +: WIDTH])    
            );
        end
    endgenerate
    always @(negedge clk or posedge reset) begin
        if (reset) begin
            out <= 0;
        end else if (enable) begin
            out <= cur_out;
        end
    end
endmodule
==> run_results.csv <==
group,metric,value,unit
synth,top_area_cell,"sky130_fd_sc_hd__fa_1",
timing,hold_violations,0,
setup_path,critical_path.reg2reg.startpoint,"current_state[0]$_DFF_PP0_",
synth,edf_count,0,
synth,synth_area,0.03324,mm2
setup_path,critPathCaptureType,"asynchronous set/reset pin",
run,log.warning_count,36,
setup_path,timing.critical_path.cells,"clkdlybuf4s50_1 -> clkinvlp_4 -> buf_4 -> buf_4",
min_path,hold_path.class,"reg2reg",
clock_network,cts.repair_timing.setup_buffer_count,0,
clock_network,h-tree-depth,1,
clock_network,latest_clock_arrival_within_the_worst_skew_pair,0.55,ns
timing,timing.max_slew.rel_slack,0.3677,
synth,avg_cell_area_syn,9.430,um2
floorplan,chip_area,0.06751,mm2
clock_network,ctsLongestPathBuffers,3,
min_path,worst_hold_startpoint,"current_state[1]$_DFF_PP0_",
global_route,globalRoute.totalOverflow,0,
setup_path,slowest_stage,"sky130_fd_sc_hd__buf_4",
drt,route.detailed.wl_per_inst,17.95,um
cells_and_area,total_of_fill_cells_in_the_finished_design,5511,
cells_and_area,largest_register_ff_count,108,
clock_network,hold_buf_count_cts,0,
cells_and_area,flow.area_growth_from_synthesis,10.97,%
drt,ant_nets,0,
setup_path,timing.critical_path.arrival,5.72,ns
setup_path,regToRegSetupSlack,6.87,ns
synth,yosys.cell_types.count,73,
min_path,worstHoldPathCells,0,
status,run_status,"complete, no violations",
cells_and_area,combinational_area,0.02442,mm2
floorplan,fp_util,0.5056,
cells_and_area,mostFrequentLayoutCells,"sky130_fd_sc_hd__nor2_1, sky130_fd_sc_hd__inv_1, sky130_fd_sc_hd__fa_1",
global_route,wire_length_of_the_first_global_routing_pass,133300,um
cells_and_area,drive_above_1_share,0.1060,
synth,yosys-top-cells-area,"sky130_fd_sc_hd__fa_1, sky130_fd_sc_hd__dfrtp_1, sky130_fd_sc_hd__ha_1",
drt,antenna_cells,0,
synth,seq_share_synth,0.1965,
global_route,grt_antenna_before_repair,1,
drt,routed-via-count,25150,
timing,total_of_endpoints_with_negative_setup_slack_in_the_final_report,0,
global_route,grt_max_degree,106,
min_path,hold_path_end,"prev_state[1]$_DFF_PP0_",
clock_network,cts-buffers-inserted,25,
run,drv.max_cap_violation_count,0,
cells_and_area,final_common_cell,"sky130_fd_sc_hd__nor2_1",
floorplan,die_width,259.8,um
drt,drcViolationCount,0,
floorplan,floorplan.die.height,259.8,um
global_route,via_count_of_the_first_global_routing_pass,24880,
setup_path,worst-setup-path-type,"in2async",
placement,dp_cells,4526,
timing,max_slew.worst_pin.slew,0.9485,ns
synth,synth_cells,3525,
drt,totalWireLength,82050,um
drt,drt-initial-drc-count,1357,
synth,yosys_cells,3525,
global_route,grt_use_total,0.2630,
synth,yosysTopAreaCellShare,0.1951,
synth,ys_chip_area,0.03324,mm2
timing,setup_repair_after_global_routing_missed_its_margin,"no",
clock_network,cts-root-buf,"sky130_fd_sc_hd__clkbuf_16",
setup_path,cpMostUsedCell,"sky130_fd_sc_hd__buf_4",
timing,finalSetupTns,0,ns
clock_network,clock-sinks,261,
cells_and_area,final_cells,4572,
timing,final.setup_skew,0.02305,ns
setup_path,max_stage_delay,0.67,ns
floorplan,core-area,0.06575,mm2
clock_network,clk_pin_slew_worst_paths,0.06,ns
drt,drtPass1Iterations,5,
setup_path,timing.critical_path.required,10.43,ns
synth,synth_warnings,4,
drt,ratio_of_routed_vias_to_standard_cells,5.501,
setup_path,worst-r2r-cell-count,5,
placement,io_buffer_count,219,
setup_path,cp.buffers_inverters,4,
floorplan,ioPinCount,316,
floorplan,placementRows,94,
cells_and_area,flip_flop_and_latch_area,0.006538,mm2
placement,hpwl,65980,um
setup_path,timing.critical_path.max_delay_family,"buffers and inverters",
setup_path,critPathLaunchType,"input port",
synth,synth_flop_count,261,
clock_network,cts_tree,"yes",
setup_path,crit-reg2reg-capture,"vsm.out[15]$_DFFE_NP0P_",
setup_path,worst_path_maximum_fanout,58,
synth,yosys_most_used_dff,"sky130_fd_sc_hd__dfrtp_1",
synth,synth_async_sr_flop_share,1.000,
placement,place.gp.congestion,0.9744,
timing,finalMaxSlewViolations,0,
clock_network,ctsResizeCount,0,
synthesized netlist by cell type, types with 56 or more instances:
cell type                  count
sky130_fd_sc_hd__mux2i_1      69
sky130_fd_sc_hd__mux4_2       92
sky130_fd_sc_hd__nand2_1     320
sky130_fd_sc_hd__inv_1       372
sky130_fd_sc_hd__buf_4        96
sky130_fd_sc_hd__clkbuf_1     79
sky130_fd_sc_hd__ha_1        277
sky130_fd_sc_hd__nor2_1      406
sky130_fd_sc_hd__fa_1        324
sky130_fd_sc_hd__dfrtp_1     213
sky130_fd_sc_hd__xnor2_1     117
sky130_fd_sc_hd__a21oi_1     134
sky130_fd_sc_hd__nor3_1       56
sky130_fd_sc_hd__mux2_2      165
sky130_fd_sc_hd__o21ai_0     113
worst max-delay path by stage:
stage | startpoint | end | slack, ns | cells past startpoint
global route | reset | vsm.out[12]$_DFFE_NP0P_ | 4.41 | 4
CTS | reset | vsm.out[16]$_DFFE_NP0P_ | 4.61 | 4
finish | reset | vsm.out[12]$_DFFE_NP0P_ | 4.71 | 4
routing by layer:
| metal | part of all wire | wire (um) | vias to the layer above | global-route usage |
|---|---|---|---|---|
| met4 | 0.027 | 2255 | 0 | 0.05833 |
| met5 | 0 | 0 | - | 0 |
| met3 | 0.083 | 6812 | 81 | 0.07510 |
| met2 | 0.44 | 35940 | 792 | 0.3883 |
| met1 | 0.45 | 37040 | 12120 | 0.4041 |
| li1 | - | - | 12160 | - |
stage by stage:
| stage | hold WS, ns | setup slack, ns | area (um2) | utilization |
|---|---|---|---|---|
| floorplan | 0.4009 | 2.554 | 33600 | - |
| global placement | 0.4082 | 4.036 | 36070 | 0.5486 |
| detailed placement | 0.4193 | 4.038 | 36070 | 0.5486 |
| CTS | 0.4346 | 4.614 | 36890 | 0.5611 |
| global route | 0.4612 | 4.407 | 36890 | 0.5611 |
| finish | 0.4319 | 4.713 | 36890 | 0.5611 |
worst register-to-register path, delay by kind of cell, from the launching register on:
kind / cells / cell delay (ns)
mux: 1 / 0.42
fa+ha+maj: 1 / 0.55
buf+inv: 3 / 1.35
flops: 1 / 0.39
kinds of logic after synthesis:
logic type	Yosys count	share of synthesized area
fa+ha+maj	601	0.2994
other cells	1	0.0001128
simple gates	1051	0.1409
xor+xnor	141	0.03715
buf+inv	605	0.08040
flops	261	0.1965
mux	326	0.1390
compound gates	539	0.1065
area by class of cell:
| type | instances | share of cell area |
|---|---|---|
| clock buffers | 40 | 0.02100 |
| well taps | 864 | 0.02931 |
| flip-flops and latches | 261 | 0.1772 |
| clock inverters | 6 | 0.001153 |
| repair buffers | 275 | 0.07116 |
| multi-input cells | 2754 | 0.6622 |
| inverters | 372 | 0.03799 |
